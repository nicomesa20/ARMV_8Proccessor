==> /design/flow/run.sh <==
#!/bin/bash
# OpenROAD 26Q1-2900-gdf79404cd8, Yosys 0.63+post, stock flow scripts
make -C /OpenROAD-flow-scripts/flow DESIGN_CONFIG=/design/flow/config.mk WORK_HOME=/design/flow/orfs finish
==> /design/flow/config.mk <==
export PLATFORM = sky130hd
export DESIGN_NAME = ALU
export DESIGN_NICKNAME = ALU
export VERILOG_FILES = /design/flow/design.v
export SDC_FILE = /design/flow/constraint.sdc
export NUM_CORES = 4
export LEC_CHECK = 1
export CORE_UTILIZATION = 30
==> /design/flow/constraint.sdc <==
current_design ALU

set clk_period 24.4
set clk_io_pct 0.2

create_clock -name clk0 -period $clk_period

set non_clock_inputs [all_inputs -no_clocks]
set_input_delay [expr $clk_period * $clk_io_pct] -clock clk0 $non_clock_inputs
set_output_delay [expr $clk_period * $clk_io_pct] -clock clk0 [all_outputs]
==> /design/flow/design.v <==
`timescale 1ns / 1ps
module ALU(
    input signed [63:0] i_a,
    input signed [63:0] i_b,
    input        [3:0]  i_ALUOp,  
    input        [5:0]  i_shamt,
    output reg signed  [63:0] o_ALURes = 0,
    output reg          o_Z = 0,
    output reg          o_N = 0
    );
    always @(*)begin
        case (i_ALUOp)
            0: begin   
                o_ALURes <= i_a + i_b;
                o_Z <= (o_ALURes == 0)?1:0;
                o_N <= (o_ALURes < 0)?1:0;
            end
            1: begin   
                o_ALURes <= i_a - i_b;
                o_Z <= (o_ALURes == 0)?1:0;
                o_N <= (o_ALURes < 0)?1:0;
            end
            2: begin 
                o_ALURes <= i_a & i_b;
                o_Z <= (o_ALURes == 0)?1:0;
                o_N <= (o_ALURes < 0)?1:0;
            end
            3: begin 
                o_ALURes <= i_a | i_b;
                o_Z <= (o_ALURes == 0)?1:0;
                o_N <= (o_ALURes < 0)?1:0;
            end
            4: begin 
                o_ALURes <= ~(i_a | i_b);
                o_Z <= (o_ALURes == 0)?1:0;
                o_N <= (o_ALURes < 0)?1:0;
            end
            5: begin 
                o_ALURes <= i_a ^ i_b;
                o_Z <= (o_ALURes == 0)?1:0;
                o_N <= (o_ALURes < 0)?1:0;
            end
            6: begin    
                o_ALURes <= i_a << i_shamt;
                o_Z <= 0;
                o_N <= 0;
            end 
            7: begin    
                o_ALURes <= i_a >> i_shamt;
                o_Z <= 0;
                o_N <= 0;
            end 
            8: begin    
                o_ALURes <= i_b;
                if(i_b == 0)begin
                    o_Z <= 1;
                end
                else begin
                    o_Z <= 0;
                end
            end 
            default: begin
                o_ALURes <= 0;
                o_Z   <= 0;
                o_N   <= 0;
            end
        endcase
    end
endmodule
==> impl_metrics.py <==
# Physical implementation metrics
metrics = {
    "power": {
        "cellLeakagePower_nw": 9.493,
        "vdd_drop_max_mv": 0.01154,
        "cellPowerDensity_mw_per_mm2": 28.33,
        "p_sw_uw": 441.9,
        "switching_share": 0.6533,
        "intPower_uw": 234.5,
    },
    "cts": {
        "post_cts_resized": 0,
        "cts_setup_buffers": 0,
        "hold_buffers": 0,
    },
    "critical_path": {
        "cp-start-kind": "input pin",
        "cp.arrival_ns": 13.13,
        "required_ns": 19.52,
        "end_kind": "output port",
        "critPathKind": "in -> out",
        "max_stage_delay_ns": 0.67,
        "crit_slowest_cell": "nor4_1",
        "cp_max_fo": 7,
    },
    "grt": {
        "grt_usage": 0.4331,
        "grt_pass1_vias": 25150,
        "antenna_found_initial": 18,
        "overflow": 0,
        "grt_pass1_wl_um": 207000,
        "grt_start_max_net_pins": 63,
    },
    "placement": {
        "dpl.hpwl_um": 118400,
        "gp_congestion": 1.079,
        "io_buffers": 204,
    },
    "synthesis": {
        "edf_count": 0,
        "async_flop_share": 0,
        "top_area_cell": "mux4_2",
        "synthCells": 2860,
        "yosysUniqueCellTypes": 90,
        "synth_chip_area_sq_mm": 0.02050,
        "ys_cells": 2860,
        "area_leaders": "mux4_2 12%, ha_1 12%, mux2i_1 7.8%",
        "synth_flop_count": 1,
        "yosys_warnings": 1,
        "yosys_most_used_dff": "dlxtn_1",
        "synthesis.area_sq_mm": 0.02050,
        "synthDominantCellAreaShare": 0.1208,
        "syn_avg_cell_area_sq_um": 7.168,
    },
    "outcome": {
        "status": "completed",
    },
    "floorplanning": {
        "fp_util": 0.3042,
        "num_rows": 95,
        "num_io_pins": 204,
        "core_area_sq_mm": 0.06740,
        "die_y_um": 263.4,
        "die_x_um": 263.4,
        "die-area_sq_mm": 0.06938,
    },
    "detailed_routing": {
        "final_antenna_net_count": 0,
        "drt-vias-per-instance": 6.927,
        "avgRoutedWirePerCell_um": 39.12,
        "wl_um": 150900,
        "vias": 26720,
        "drt-initial-drc-count": 3669,
        "firstDrtPassIters": 10,
        "drc_errors": 0,
    },
    "final_layout": {
        "area_growth_pct": 16.48,
        "largestRegisters": "o_N x1",
        "final_cell_mix": "276 x nand2_1, 236 x nor2_1, 202 x a21oi_1",
        "largest_reg_flops": 1,
        "largest-register": "o_N",
        "drive_gt1_frac": 0.1398,
        "postLayoutCoreUtil": 0.3543,
        "layout_top_cell": "nand2_1",
    },
    "sta": {
        "slew_violations": 0,
        "hold_viol_final": 0,
        "achievable-frequency_ghz": 0.05553,
        "tns_ns": 0,
        "unclocked_regs": 1,
        "finalClockPeriodUsage": 0.7380,
        "untimed_endpoints": 2,
        "setup_viol": 0,
        "slew_headroom": 0.2923,
        "worst_pin_slew_ns": 1.050,
        "fin_crit_ns": 18.01,
        "rsz0062_at_grt": "false",
    },
    "job": {
        "warnings": 97,
        "drv_cap": 0,
    },
    "min_path": {
        "min_path_cells": 6,
        "min_from": "i_shamt[1]",
        "hp-class": "in -> out",
        "holdPathEnd": "o_ALURes[5]",
    },
}
layout make-up:
type | instances | area, sq um
Tap cell | 873 | 1092
Multi-Input combinational cell | 2447 | 18910
Sequential cell | 1 | 15.01
Timing Repair Buffer | 366 | 3236
Antenna cell | 9 | 22.52
Fill cell | 7233 | 43520
Inverter | 161 | 608.1
metrics by stage:
stage                     setup WS, ns  power (mW)  cell area (sq um)  hold WS, ns  instances
after CTS                        6.514      0.6462              23860        10.98       3848
after detailed placement         6.536      0.6426              23860        10.96       3848
after floorplan                  7.499      0.3402              20500        9.910       2860
after global placement           6.551      0.6513              23860        10.98       3848
final                            6.392      0.6765              23880        10.98       3857
after global routing             5.916      0.6975              23860        11.05       3848
cells by family after synthesis:
group	share of synthesized area
and+or+nand+nor	0.2164
AOI/OAI and AO/OA	0.2935
buffers and inverters	0.08142
muxes	0.2510
adders and majority gates	0.1182
xor gates and xnor gates	0.03888
latches	0.0007322
worst max path at each step:
stage / from / slack, ns / end / cells past startpoint
4_1_cts: i_b[0] / 6.51 / o_Z / 27
5_1_grt: i_b[0] / 5.92 / o_Z / 25
6_report: i_b[0] / 6.39 / o_Z / 25
power groups by stage:
| stage | clock network [mW] | registers (mW) | logic [mW] |
|---|---|---|---|
| after global routing | 0 | 0.0000603 | 0.697 |
| after CTS | 0 | 0.0000597 | 0.646 |
synth_stat cells (40+ instances only):
cell,count
nand2_1,276
nor2_1,238
nand3_1,76
clkbuf_1,164
a21oi_1,202
mux2_2,82
nor3_1,76
mux2i_1,159
ha_1,192
inv_1,156
mux4_2,110
o21ai_0,156
o22ai_1,43
o211ai_1,54
nand4_1,49
xnor2_1,75
a22oi_1,46
buf_2,40
critical path, delay by kind of cell:
kind            cells  cell delay [ns]
compound gates      6             1.79
buf+inv             3             1.21
fa+ha+maj           2             0.60
simple gates       12             4.23
xor+xnor            2             0.42
routing by layer:
metal | vias up | part of all wire | GRT usage
met5 | - | 0.00088 | 0.01317
li1 | 11210 | - | -
met2 | 2113 | 0.40 | 0.6017
met3 | 466 | 0.15 | 0.1928
met1 | 12920 | 0.39 | 0.5758
met4 | 10 | 0.056 | 0.1941
Power and IR drop assume default switching activity.
